==> ./config.mk <==
export PLATFORM = sky130hd
export DESIGN_NAME = uart
export DESIGN_NICKNAME = uart
export VERILOG_FILES = /design/flow/design.v
export SDC_FILE = /design/flow/constraint.sdc
export NUM_CORES = 4
export LEC_CHECK = 1
export CORE_UTILIZATION = 50
==> ./constraint.sdc <==
current_design uart

set clk_period 8.4
set clk_io_pct 0.2

create_clock -name clk0 -period $clk_period [get_ports {clk}]

set non_clock_inputs [all_inputs -no_clocks]
set_input_delay [expr $clk_period * $clk_io_pct] -clock clk0 $non_clock_inputs
set_output_delay [expr $clk_period * $clk_io_pct] -clock clk0 [all_outputs]
==> ./design.v <==
module uart #(
    parameter wait_clk_time=235
) (
    input obsr,
    input Button,
    input clk,
    input i_rx,
    output reg [5:0] o_reg=255,
    output o_Tx
);
localparam HALF_DELAY_WAIT = (wait_clk_time / 2);
localparam IDLE_T = 5'b00001;
localparam START_T = 5'b00010;
localparam Data_T = 5'b01000;
localparam Stop_T = 5'b10000;
localparam Tx_Debounce = 5'b00100;
localparam IDLE            = 5'b00001;
localparam START           = 5'b00010;
localparam GET_BIT         = 5'b00100;
localparam WAIT_NEXT_BIT   = 5'b01000;
localparam STOP            = 5'b10000;
reg rx_buffer = 1'b1;
reg rx        = 1'b1;
reg [4:0] state = IDLE;
reg [15:0] counter = 0;
reg Data_Avail = 0;
reg [7:0] Rx_byte = 0;
reg [3:0] bit_index = 0;
reg D_ready=0;
reg [4:0] Tx_State = IDLE_T;
reg [7:0] Tx_Data_Buffer[5:0];
reg [32:0] clk_counter = 0;
reg Tx = 1;
reg [2:0] Bit_counter = 0;
reg O_Data_t = 0;
reg [2:0] byte_counter = 0;
initial begin
    Tx_Data_Buffer[0] = "D";
    Tx_Data_Buffer[1] = "A";
    Tx_Data_Buffer[2] = "L";
    Tx_Data_Buffer[3] = "H";
    Tx_Data_Buffer[4] = "A";
    Tx_Data_Buffer[5] = "\n";
end
always @(posedge clk) begin
    rx_buffer <= i_rx;
    rx <= rx_buffer;
end
always @(posedge clk) begin
    case (state)
        IDLE: begin
            if (rx == 0) begin
                state <= START;
                counter <= 1;
                Data_Avail <= 0;
                bit_index <= 0;
            end
        end
        START: begin
            if (counter == HALF_DELAY_WAIT ) begin
                if (rx == 0) begin
                    state <= GET_BIT;
                    counter <= 1;
                end else begin
                    state <= IDLE;
                end
            end else begin
                counter <= counter + 1;
            end
        end
        WAIT_NEXT_BIT: begin
            if (counter < wait_clk_time ) begin
                counter <= counter + 1;
            end else begin
                counter <= 1;
                state <= GET_BIT;
            end
        end
        GET_BIT: begin
            Rx_byte <= {rx, Rx_byte[7:1]};
            bit_index <= bit_index + 1;
            if (bit_index > 7) begin
                state <= STOP;
                bit_index<=0;
            end else begin
                state <= WAIT_NEXT_BIT;
            end
        end
        STOP: begin
            if (counter < wait_clk_time ) begin
                counter <= counter + 1;
            end else begin
                Data_Avail <= 1;
                state <= IDLE;
                counter <= 0;
            end
        end
        default:
            state<=IDLE;
    endcase
end
always @(posedge clk) begin
    if (Data_Avail) begin
        o_reg <= ~Rx_byte[5:0];
    end
end
always @(posedge clk) begin
    case (Tx_State)
        IDLE_T: begin
            if (Button == 1) begin
                clk_counter = 0;
                Bit_counter = 0;
                byte_counter = 0; 
                Tx_State <= START_T;
            end else begin
                Tx <= 1;
            end
        end
        START_T: begin
            Tx <= 0;
            if (clk_counter == wait_clk_time - 1) begin
                Tx_State <= Data_T;
                clk_counter = 0;
                Bit_counter = 0;
            end else begin
                clk_counter = clk_counter + 1;
            end
        end
        Data_T: begin
            Tx <= Tx_Data_Buffer[byte_counter][Bit_counter];
            if (clk_counter == wait_clk_time - 1) begin
                clk_counter <= 0;
                if (Bit_counter == 3'b111) begin
                    Tx_State <= Stop_T;
                end else begin
                    Bit_counter <= Bit_counter + 1;
                    Tx_State <= Data_T;
                end
            end else begin
                clk_counter <= clk_counter + 1;
            end
        end
        Stop_T: begin
            Tx <= 1;
            if (clk_counter == wait_clk_time - 1) begin
                clk_counter <= 0;
                O_Data_t <= 1;
                if (O_Data_t) begin
                    if (byte_counter == 3'd5) begin
                        byte_counter <= 0;
                        Tx_State <= Tx_Debounce;
                    end else begin
                        byte_counter <= byte_counter + 1; 
                        Tx_State <= START_T;
                    end
                end
            end else begin
                clk_counter <= clk_counter + 1;
            end
        end
        Tx_Debounce: begin
            if (clk_counter == 16777215) begin
                if (Button == 0) begin
                    Tx_State <= IDLE_T;
                    clk_counter <= 0;
                end
            end else begin
                clk_counter <= clk_counter + 1;
            end
        end
    endcase
end
assign o_Tx = Tx;
endmodule
==> ./run.sh <==
#!/bin/bash
# OpenROAD 26Q1-2900-gdf79404cd8, Yosys 0.63+post, stock flow scripts
make -C /OpenROAD-flow-scripts/flow DESIGN_CONFIG=/design/flow/config.mk WORK_HOME=/design/flow/orfs finish
==> flow_summary.toml <==
# flow metrics
[outcome]
status = "finished clean"

[run]
timing.max_cap.violations = 0
warnings = 31

[finish]
top_register = "clk_counter"
finalInstanceArea_um2 = 5260
largest_reg_flops = 33
drive_above_1_share_pct = 8.96
reg_top3 = "clk_counter: 33 flops, counter: 16 flops, Rx_byte: 8 flops"
fin_cells = 598
area_growth_pct = 7.11

[worst_setup_path]
crit_required_ps = 8390
critPathKind = "input pin to flop"
crit_path_max_fanout = 33
crit_buf_inv = 1
worstSetupStartpointType = "input pin"
path_depth = 4
reg2reg_depth = 6
crit_family = "multiplexers"
crit_path_top_delay_cell = "mux2_2"
crit_arrival_ps = 3230
crit_path_end_kind = "flop"
worstPathCellList = "clkdlybuf4s50_1, nand4b_1, nand2_1, mux2_2"
cpPeakStageDelay_ps = 710

[global_routing]
grt-ovfl-total = 0
grtUsageTotal_pct = 18.8
grt_max_degree = 34
grt_pass1_vias = 3095
antenna_found_initial = 0
grt_pass1_wl_um = 14300

[die]
die-height_um = 101
core_area_um2 = 9370
fp-utilization_pct = 52.4
io_pins = 11
rows = 35
die_w_um = 101
die_area_um2 = 10200

[synth]
largest_area_cell = "edfxtp_1"
ys_ff = 88
ys_warn_count = 1
yosysChipArea_um2 = 4910
ys_cells = 456
synth_cell_types = 57
syn_area_per_cell_um2 = 10.8
area_leaders = "edfxtp_1 53%, nor2_1 4.8%, xnor2_1 4.8%"
synth_cells = 456
synth_top_area_share_pct = 52.6
flop_cell = "edfxtp_1"
synth-edff-count = 86
synth_seq_share_pct = 53.4
ys_async_sr_fraction_pct = 0
synth_area_um2 = 4910
top_cell = "edfxtp_1"
synthTopCellsByCount = "86 x edfxtp_1, 63 x nor2_1, 54 x nand2_1, 27 x xnor2_1"

[final_timing]
period_used_pct = 38.6
fin_tns_setup_ps = 0
fmax_mhz = 309
hold_viol = 0
rsz0062_at_grt = "false"
tightest_slew_ps = 815
period_needed_ps = 3240
slew_violations = 0
finClkSkew_ps = 14.4
setup_viol = 0
slew_headroom_pct = 45.7

[pwr]
p_per_area_nw_per_um2 = 231
power_leakage_nw = 1.87
finalPower_w = 0.00121
irDropWorstVdd_uv = 189

[detailed_routing]
drt_pass1_iterations = 4
drtIter0Drc = 94
wl_um = 8520
ant_nets = 0
vias = 3331
wl_per_cell_um = 14.3
drc_errors = 0
n_antenna_cell = 0
avgViaCountPerCell = 5.57

[clock_network]
cts_tree = "done"
clock_sinks = 88
clkTransAtPathRegs_ps = 100
root_buffer = "clkbuf_8"
ctsResizeCount = 0
cts_hold_buf = 0
post_cts_buffers = 0
cts_buffers = 9
clkLatencyLatePin_ps = 360
htreeDepth = 3
clk_path_buf_depth = 2

[hold_path]
worstHoldPathCells = 0
hp-class = "flop to flop"

[placement]
dpl_cell_area_um2 = 5070
dp_hpwl_um = 5490
gp_congestion = 0.807
placedCellCount = 582
io_buffers = 9
[layout by cell type (no fill, tap or decap), types with 5 or more instances in the layout]
cell type	count
clkbuf_8	9
xor2_1	10
nand4_1	15
nor2b_1	5
nor2_1	63
and4_1	9
nand2_1	54
ha_1	11
xnor2_1	27
inv_1	21
and3_1	9
nor3_1	21
and2_1	8
clkdlybuf4s50_1	9
nand3_1	18
edfxtp_1	86
o221ai_1	5
o21ai_0	10
nor4_1	9
[area by class of cell]
| type | instances | area (um^2) |
|---|---|---|
| Clock buffer | 9 | 124 |
| Clock inverter | 7 | 67.6 |
| Fill cell | 801 | 4110 |
| Inverter | 21 | 78.8 |
| Multi-Input combinational cell | 333 | 2100 |
| Sequential cell | 88 | 2620 |
| Tap cell | 129 | 161 |
| Timing Repair Buffer | 11 | 105 |
[where the power goes]
group          internal (W)  switching (W)
combinational     0.0000947       0.000149
clock              0.000116       0.000169
sequential         0.000592      0.0000929
[metal layers]
layer	part of all wire (%)	wire, um	global-route usage, %	up-vias
met5	0	0	0	-
met4	1.3	108	3.12	0
met3	2.6	225	3.17	8
met2	46	3930	28.8	34
met1	50	4260	31.3	1589
li1	-	-	-	1700
[final timing paths]
| kind | startpoint | endpoint | slack [ps] |
|---|---|---|---|
| max reg2reg | clk_counter[0] | clk_counter[1] | 5870 |
| min | rx_buffer | rx | 330 |
| max | Button | clk_counter[1] | 5160 |
| min reg2reg | rx_buffer | rx | 330 |
[logic make-up (layout without fill, tap and decap cells)]
kind of cell | after synthesis | count (layout) | share of synthesized area [%]
AND-OR/OR-AND | 49 | 49 | 8.10
XOR/XNOR | 37 | 37 | 6.60
adder cells (fa/ha/maj) | 11 | 11 | 2.80
buffers and inverters | 35 | 48 | 3.82
flip-flops | 88 | 88 | 53.4
multiplexers | 1 | 1 | 0.229
other | 1 | 1 | 0.0764
AND/OR/NAND/NOR | 234 | 234 | 25.0
[through the flow]
stage / hold slack [ps] / utilization (%) / setup WS [ps]
6_report: 333 / 56.1 / 5160
3_3_place_gp: 312 / 54.1 / 4780
3_5_place_dp: 315 / 54.1 / 4800
4_1_cts: 334 / 56.1 / 5180
2_1_floorplan: 310 / - / 5600
5_1_grt: 341 / 56.1 / 5070
Power and IR drop assume default switching activity.
